<file path="design/flow/design.v">
module zx8301 (
	input  reset,
   input  clk_vga,         
   input  clk_video,       
	input  video_cycle,
	input  ntsc,
	input  clk_bus,
	input  cpu_cs,
	input  [7:0] cpu_data,
	output reg [18:0] addr,
	output rd,
	input [15:0] din,
	output reg mdv_men,
   output hs,
   output reg 	vs,
   output [5:0] r,
   output [5:0] g,
   output [5:0] b,
   output reg VBlank
);
assign rd = me;
wire membase = mc_stat[7];       
wire mode = mc_stat[3];          
wire blank = mc_stat[1];         
reg [7:0] mc_stat;
always @(negedge clk_bus) begin
	if(reset)   
		mc_stat <= 8'h00;
	else if(cpu_cs)	
		mc_stat <= cpu_data;
end
parameter H   = 512;         
parameter PAL_HFP  = 27;     
parameter PAL_HSW  = 50;     
parameter PAL_HBP  = 83;     
parameter NTSC_HFP = 34;     
parameter NTSC_HSW = 64;     
parameter NTSC_HBP = 54;     
parameter V   = 256;         
parameter PAL_VFP = 18;      
parameter PAL_VSW =  6;      
parameter PAL_VBP = 33;      
parameter NTSC_VFP = 2;      
parameter NTSC_VSW = 2;      
parameter NTSC_VBP = 2;      
reg [9:0] h_cnt;         
reg [9:0] v_cnt;         
wire [9:0] hfp = ntsc?NTSC_HFP:PAL_HFP;
wire [9:0] hsw = ntsc?NTSC_HSW:PAL_HSW;
wire [9:0] hbp = ntsc?NTSC_HBP:PAL_HBP;
wire [9:0] vfp = ntsc?NTSC_VFP:PAL_VFP;
wire [9:0] vsw = ntsc?NTSC_VSW:PAL_VSW;
wire [9:0] vbp = ntsc?NTSC_VBP:PAL_VBP;
localparam BLACK   = 3'b000;
localparam BLUE    = 3'b001;
localparam GREEN   = 3'b010;
localparam CYAN    = 3'b011;
localparam RED     = 3'b100;
localparam MAGENTA = 3'b101;
localparam YELLOW  = 3'b110;
localparam WHITE   = 3'b111;
reg ql_hs;
assign hs = ql_hs;
reg video_cycleD;
reg [2:0] video_cycle_cnt;
reg flash_state;
reg [5:0] flash_cnt;
always @(posedge vs) begin
	if(flash_cnt == 25) begin
		flash_cnt <= 6'd0;
		flash_state <= !flash_state;
	end else
		flash_cnt <= flash_cnt + 6'd1;
end
always@(posedge clk_video) begin
	video_cycleD <= video_cycle;
	if(video_cycle && !video_cycleD)
		video_cycle_cnt <= 3'd0;
	else
		video_cycle_cnt <= video_cycle_cnt + 3'd1;
	if(h_cnt==H+hfp+hsw+hbp-1) begin
		if(video_cycle_cnt == 6)
			h_cnt <= 0;
	end else
		h_cnt <= h_cnt + 1;
	if(h_cnt == H+hfp)     ql_hs <= 1'b0;
	if(h_cnt == H+hfp+hsw) ql_hs <= 1'b1;
end
always@(posedge clk_video) begin
	if(h_cnt == H+hfp) begin
		if(v_cnt==V+vfp+vsw+vbp-1)  v_cnt <= 0; 
		else						       v_cnt <= v_cnt + 1;
		if(v_cnt == V+vfp)     vs <= 1'b1;
		if(v_cnt == V+vfp+vsw) vs <= 1'b0;
	end
end
reg [15:0] video_din;
reg [15:0] video_word;
reg [2:0] ql_pixel;
always @(negedge video_cycle)
	video_din <= din;
reg meV, me;
always@(posedge clk_video) begin
	if(h_cnt == H+hfp+hsw+hbp-1-9) begin
		if(v_cnt == 0)  meV <= 1'b1;
		if(v_cnt == V)  meV <= 1'b0;
	end
	if(meV) begin
		if(h_cnt == H+hfp+hsw+hbp-1-8) me <= 1'b1;
		if(h_cnt == H-1-8)             me <= 1'b0;
	end
	if(h_cnt == H-1)  mdv_men <= 1'b1;
	if(h_cnt == H+31) mdv_men <= 1'b0;
end
wire [1:0] pixel_code_2bpp = {video_word[15], video_word[7]};
wire [2:0] pixel_color_2bpp = 
	(pixel_code_2bpp == 0)?BLACK:      
	(pixel_code_2bpp == 1)?RED:        
	(pixel_code_2bpp == 2)?GREEN:      
	WHITE;                             
wire [2:0] pixel_code_4bpp = {video_word[15], video_word[7:6]};
wire pixel_flash_toggle = video_word[14];
wire [2:0] pixel_color_4bpp =
	(flash_reg && flash_state)?flash_col:  
	(pixel_code_4bpp == 0)?BLACK:          
	(pixel_code_4bpp == 1)?BLUE:           
	(pixel_code_4bpp == 2)?RED:            
	(pixel_code_4bpp == 3)?MAGENTA:        
	(pixel_code_4bpp == 4)?GREEN:          
	(pixel_code_4bpp == 5)?CYAN:           
	(pixel_code_4bpp == 6)?YELLOW:         
	WHITE;                                 
reg flash_reg;
reg [2:0] flash_col;
always@(posedge clk_video) begin
	if(h_cnt == H+1)
		flash_reg <= 1'b0;    
	if((v_cnt == V+1) && (h_cnt == H+1))
		addr <= membase?19'h14000:19'h10000;   
	if((me)&&(h_cnt[2:0] == 3'b111)) begin
		addr <= addr + 19'd1;
		video_word <= video_din;
	end else begin
		if(mode) begin 
			if(h_cnt[0])
				video_word <= { video_word[13:8], 2'b00, video_word[5:0], 2'b00 };
		end else begin
			video_word <= { video_word[14:8], 1'b0, video_word[6:0], 1'b0 };
		end
	end
	if(h_cnt == 0) begin
		VBlank <= (v_cnt >= V);
	end
	if((v_cnt < V) && (h_cnt < H)) begin
		if(mode) begin
			ql_pixel <= pixel_color_4bpp;
			if(h_cnt[0] && pixel_flash_toggle) begin
				flash_reg <= !flash_reg;
				flash_col <= pixel_color_4bpp;
			end
		end else
			ql_pixel <= pixel_color_2bpp;
	end else
		ql_pixel <= 4'h0;
end
wire [2:0] pixel = blank?3'b000:ql_pixel;
assign r = pixel[2];
assign g = pixel[1];
assign b = pixel[0];
endmodule
</file>
<file path="design/flow/run.sh">
#!/bin/bash
# OpenROAD 26Q1-2900-gdf79404cd8, Yosys 0.63+post, stock flow scripts
make -C /OpenROAD-flow-scripts/flow DESIGN_CONFIG=/design/flow/config.mk WORK_HOME=/design/flow/orfs finish
</file>
<file path="design/flow/config.mk">
export PLATFORM = sky130hd
export DESIGN_NAME = zx8301
export DESIGN_NICKNAME = zx8301
export VERILOG_FILES = /design/flow/design.v
export SDC_FILE = /design/flow/constraint.sdc
export NUM_CORES = 4
export LEC_CHECK = 1
export CORE_UTILIZATION = 40
</file>
<file path="design/flow/constraint.sdc">
current_design zx8301

set clk_period 1.3
set clk_io_pct 0.2

create_clock -name clk0 -period $clk_period [get_ports {clk_bus}]
create_clock -name clk1 -period $clk_period [get_ports {clk_video}]
create_clock -name clk2 -period $clk_period [get_ports {video_cycle}]

set non_clock_inputs [all_inputs -no_clocks]
set_input_delay [expr $clk_period * $clk_io_pct] -clock clk0 $non_clock_inputs
set_output_delay [expr $clk_period * $clk_io_pct] -clock clk0 [all_outputs]
</file>
==> flow_summary.toml <==
# implementation run metrics
[critical_path]
path_max_fanout = 5
cp.required_ns = 1.39
r2r_slack_ns = -0.57
r2r_end = "h_cnt[1]$_SDFFCE_PN0P_"
crit_type = "flip-flop to flip-flop"
endpoint_kind = "flip-flop"
cp-start-kind = "flip-flop"
crit-reg2reg-launch = "h_cnt[6]$_SDFFCE_PN0P_"
worstPathArrival_ns = 1.96
rr_worst_depth = 5

[status]
violations = "negative hold slack, negative setup slack"
status = "complete, but fails checks"

[cts]
clk_pin_slew_ns = 0.06
cts_tree = "done"
ctsHoldBuffers = 0

[logic_synthesis]
synth_area_um2 = 5055
synthTopLogicFamily = "simple AND/OR/NAND/NOR gates"
synthArstFlopShare = 0
yosys-stat-cells = 493
netlist_top_cells_count = "edfxtp_1, nor2_1, dfxtp_1"
synthesis.instances = 493
area_leaders = "edfxtp_1, dfxtp_1, ha_1"
postSynthSeqShare = 0.5347
synth_cell_type_count = 52
muxShareOfSynthArea = 0.02970
ys.flops = 105
ys_warn_count = 1
simple_gate_area_frac = 0.2136
synthFlopType = "edfxtp_1"
synthAdderAreaFrac = 0.04703
top_cell_area_share = 0.3564
synth-edff-count = 60
ys_area_um2 = 5055
top_area_cell = "edfxtp_1"
ys_sh_xor = 0.05371
synthAoiAreaFrac = 0.07030
syn_area_per_cell_um2 = 10.25

[final_timing]
rsz0062_at_grt = "yes"
finalMaxSlewViolations = 0
setup_tns_ns = -54.83
untimed_endpoints = 8
holdWs_ns = -0.09816
skew_ns = 0.006084
setup_viol = 139
unclocked_regs = 7
hold_viol_final = 1
slew_headroom = 0.6210
worst_slack_ns = -0.5740
tightest_slew_ns = 0.5673

[layout]
regMostFlops = "addr"
n_fill_cell = 749
drive_gt1_frac = 0.4707
regArea_um2 = 2710
final_area_um2 = 8696
final_util = 0.7150
largest_reg_flops = 19
synthToLayoutAreaGrowth_pct = 72.03
logic_area_um2 = 2952
largest_registers = "addr x19, video_din x16, video_word x16"
stdcell_count = 920

[placed_design]
dp_slack_ns = -0.7650
placed_cell_area_um2 = 6606
place.gp.congestion = 0.8913
dpl.hpwl_um = 7916
place_inst = 791
port_buffers = 49

[run]
cap_viol_max_count = 0
stage_log_warnings = 50

[routing]
drc_errors = 0
drt-total-wl_um = 14970
drtPass1Iterations = 4
wire_per_inst_um = 16.27
drtIter0Drc = 220
vias = 4686
vias_per_cell = 5.093
antennaDiodeCount = 0
ant_nets = 0

[min_path]
worstHoldEndpoint = "video_cycleD$_DFF_P_"
worstHoldPathCells = 2
min_path_type = "clock port to flip-flop"
holdCritStartpoint = "video_cycle"

[grt]
gr-total-overflow = 0
track_usage = 0.2259
grt_antenna_before_repair = 0
grt_pass1_wl_um = 22090
grt_pass1_vias = 4671
grt_max_degree = 20

[floorplan]
fp-row-count = 40
core_um2 = 12160
dieArea_um2 = 13090
dieHeight_um = 114.4
initCoreUtil = 0.4156
fp.dieW_um = 114.4
top_level_ports = 73

[power_and_ir_drop]
powerDensity_nw_per_um2 = 961.6
p_leak_nw = 3.592
peakVddDrop_v = 0.001302
finalPower_mw = 8.362
[how the worst max path moves through the flow]
stage / from / cells after the start / to / slack, ns
4_1_cts: mc_stat[1]$_SDFFE_NP0P_ / 3 / r[0] / -0.55
5_1_grt: h_cnt[6]$_SDFFCE_PN0P_ / 5 / h_cnt[0]$_SDFFCE_PN0P_ / -0.60
6_report: h_cnt[6]$_SDFFCE_PN0P_ / 5 / h_cnt[1]$_SDFFCE_PN0P_ / -0.57
[worst max-delay path: stages, from the launching register on]
cell and delay [ns]:
edfxtp_1 0.45, nor4b_4 0.35, buf_4 0.18, nor4bb_4 0.32
buf_6 0.25, nand2_8 0.08
[placed cells by master (no fill, tap or decap), drive strengths merged, types with 3 or more instances in the layout]
cell	Yosys	routed
nor3b	3	3
ha	19	19
xor2	13	13
nand4	8	8
dlygate4sd2	0	8
nand3	25	26
nor2b	8	8
nor4	9	9
conb	1	15
a21oi	25	25
nand2b	4	4
nand3b	6	6
clkdlybuf4s15	0	3
nor2	60	60
clkbuf	15	25
o21ai	22	22
edfxtp	60	60
inv	18	38
nand2	39	40
nor4b	4	4
o211ai	3	3
and4	3	3
buf	19	202
dfxtp	45	45
nor3	12	12
and3	7	7
clkdlybuf4s50	0	16
mux2i	15	15
or3	10	10
xnor2	18	18
[cell type report]
type / instances / share of cell area
timing repair inverter: 1 / 0.0008633
clock inverter: 23 / 0.01007
sequential: 105 / 0.3117
timing repair buffer: 231 / 0.2495
clock buffer: 24 / 0.05683
multi-input combinational: 352 / 0.3394
inverter: 16 / 0.007482
tap: 168 / 0.02417
[timing repair]
item / CTS / global route
gates resized: 199 / 135
setup buffers: 75 / 38
gates cloned: 8 / 2
endpoints found under the setup margin: 163 / 151
pin swaps: 44 / 50
[cells by family after synthesis]
| logic type | count (synthesis) |
|---|---|
| fa+ha+maj | 19 |
| mux | 15 |
| other cells | 1 |
| compound gates | 62 |
| simple gates | 208 |
| flops | 105 |
| buf+inv | 52 |
| xor+xnor | 31 |
[metal layers]
layer | GRT usage | vias up | part of all wire
li1 | - | 2235 | -
met1 | 0.3354 | 2274 | 0.44
met2 | 0.3349 | 158 | 0.47
met3 | 0.07929 | 19 | 0.076
met4 | 0.05195 | 0 | 0.014
met5 | 0.003922 | - | 0
[power breakdown]
group	switching [mW]	internal, mW
combinational	0.280	0.323
clock	1.57	2.72
sequential	0.0711	3.39
