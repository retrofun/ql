==> design/flow/design.v <==
module data_io (
	input         sck,
	input         ss,
	input         sdi,
	output        downloading,    
   output reg [4:0]  index,      
	input 			   clk,
	output reg        wr,
	output reg [24:0] addr,
	output reg [15:0] data
);
reg [14:0]     sbuf;
reg [7:0]      cmd;
reg [4:0]      cnt;
reg rclk;
reg [24:0] laddr;
reg [15:0] ldata;
localparam UIO_FILE_TX      = 8'h53;
localparam UIO_FILE_TX_DAT  = 8'h54;
localparam UIO_FILE_INDEX   = 8'h55;
assign downloading = downloading_reg;
reg downloading_reg = 1'b0;
always@(posedge sck, posedge ss) begin
	if(ss == 1'b1)
		cnt <= 5'd0;
	else begin
		rclk <= 1'b0;
		if(cnt != 23)
			sbuf <= { sbuf[13:0], sdi};
		if(cnt < 23) 	cnt <= cnt + 4'd1;
		else				cnt <= 4'd8;
      if(cnt == 7)
			cmd <= {sbuf[6:0], sdi};
		if((cmd == UIO_FILE_TX) && (cnt == 15)) begin
			if(sdi) begin
				if(index == 0) laddr <= 25'h0 - 25'd1;
				if(index == 1) laddr <= 25'h800000 - 25'd1;  
				if(index == 2) laddr <= 25'h900000 - 25'd1;  
				if(index == 3) laddr <= 25'h0 - 25'd1;   
				downloading_reg <= 1'b1; 
			end else
				downloading_reg <= 1'b0; 
		end
		if((cmd == UIO_FILE_TX_DAT) && (cnt == 23)) begin
			ldata <= {sbuf, sdi};
			laddr <= laddr + 1;
			rclk <= 1'b1;
		end
      if((cmd == UIO_FILE_INDEX) && (cnt == 15))
			index <= {sbuf[3:0], sdi};
	end
end
reg rclkD, rclkD2;
always@(posedge clk) begin
	rclkD <= rclk;
	rclkD2 <= rclkD;
	wr <= 1'b0;
	if(rclkD && !rclkD2) begin
		addr <= laddr;
		data <= ldata;
		wr <= 1'b1;
	end
end
endmodule
==> design/flow/run.sh <==
#!/bin/bash
# OpenROAD 26Q1-2900-gdf79404cd8, Yosys 0.63+post, stock flow scripts
make -C /OpenROAD-flow-scripts/flow DESIGN_CONFIG=/design/flow/config.mk WORK_HOME=/design/flow/orfs finish
==> design/flow/config.mk <==
export PLATFORM = sky130hd
export DESIGN_NAME = data_io
export DESIGN_NICKNAME = data_io
export VERILOG_FILES = /design/flow/design.v
export SDC_FILE = /design/flow/constraint.sdc
export NUM_CORES = 4
export LEC_CHECK = 1
export CORE_UTILIZATION = 40
==> design/flow/constraint.sdc <==
current_design data_io

set clk_period 5.3
set clk_io_pct 0.2

create_clock -name clk0 -period $clk_period [get_ports {clk}]
create_clock -name clk1 -period $clk_period [get_ports {sck}]

set non_clock_inputs [all_inputs -no_clocks]
set_input_delay [expr $clk_period * $clk_io_pct] -clock clk0 $non_clock_inputs
set_output_delay [expr $clk_period * $clk_io_pct] -clock clk0 [all_outputs]
==> impl_metrics.env <==
# flow metrics
export IMPL_whs_ps=360
export IMPL_ioPinCount=52
export IMPL_path_clk_slew_ps=90
export IMPL_min_path_cells=0
export IMPL_grt_pass1_wl_um=10300
export IMPL_timing_critical_path_from_type="input port"
export IMPL_ctsResizeCount=0
export IMPL_io_buffers=50
export IMPL_fillers=887
export IMPL_synth_edff_count=112
export IMPL_hold_path_class="flip-flop to flip-flop"
export IMPL_top_regs="addr x25, laddr x25"
export IMPL_areaGrowthSynthToFinish_pct=22.8
export IMPL_yosys_stat_area_sq_um=4370
export IMPL_synth_adder_area_share_pct=0.858
export IMPL_syn_cell_area_sq_um=4370
export IMPL_logic_family="simple AND/OR/NAND/NOR gates"
export IMPL_met2_length_um=2860
export IMPL_ys_flop_type="edfxtp_1"
export IMPL_ys_sh_simple_pct=10.3
export IMPL_status="complete, no violations"
export IMPL_cap_violations=0
export IMPL_place_congestion=0.768
export IMPL_ctsHoldBuffers=0
export IMPL_wl_met1_um=2970
export IMPL_final_setup_viol_count=0
export IMPL_ys_sh_aoi_pct=2.97
export IMPL_worstReg2RegEnd="laddr[3]"
export IMPL_yosys_warnings=1
export IMPL_diodes=0
export IMPL_logic_area_sq_um=796
export IMPL_firstDrtPassIters=4
export IMPL_xor_share_pct=3.60
export IMPL_met3WireLength_um=416
export IMPL_wire_per_inst_um=14.2
export IMPL_cts_tree="yes"
export IMPL_grt_max_degree=43
export IMPL_p_per_area_nw_per_um2=329
export IMPL_synthCells=243
export IMPL_tightest_slew_ps=757
export IMPL_die_w_um=107
export IMPL_reg2reg_from="cnt[0]"
export IMPL_ys_seq_share_pct=81.1
export IMPL_routed_via_count=2222
export IMPL_cp_max_fo=25
export IMPL_ant_nets=0
export IMPL_critical_path_class="input port to flip-flop"
export IMPL_mux_share_pct=0.257
export IMPL_fp_dieH_um=107
export IMPL_crit_path_end_kind="flip-flop"
export IMPL_power_leakage_nw=1.71
export IMPL_rows=37
export IMPL_ff_latch_area_sq_um=3550
export IMPL_hold_end="rclkD2"
export IMPL_ir_drop_mv=0.242
export IMPL_tool_warnings=26
export IMPL_hp_start="rclkD"
export IMPL_tns_ps=0
export IMPL_die_area_sq_um=11400
export IMPL_syn_avg_cell_area_sq_um=18.0
export IMPL_finalMaxSlewViolations=0
export IMPL_dr_max_layer_used="met4"
export IMPL_drc=0
export IMPL_antenna_found_initial=0
export IMPL_synth_cell_type_count=38
export IMPL_grt_pass1_vias=2069
export IMPL_slew_headroom_pct=49.5
export IMPL_core_area_sq_um=10500
export IMPL_gr_total_overflow=0
export IMPL_ys_cells=243
export IMPL_post_cts_buffers=0
export IMPL_fp_utilization_pct=41.8
export IMPL_layout_drive_gt1_share_pct=12.3
export IMPL_track_usage_pct=12.9
export IMPL_rsz0062_at_grt="no"
export IMPL_cts_sinks=120
export IMPL_ys_ff=120
export IMPL_drtIter0Drc=102
export IMPL_reg2reg_slack_ps=2560
export IMPL_r2r_cells=8
export IMPL_finalWirelength_um=6450
export IMPL_hpwl_um=4060
export IMPL_fin_skew_ps=11.8
export IMPL_via_per_inst=4.91
export IMPL_crit_required_ps=5310
export IMPL_arrival_ps=2750
export IMPL_hold_viol=0
export IMPL_synthArstFlopShare_pct=4.17
[synthesized netlist by cell type (2+ instances only)]
cell type,n,area share (%)
a21oi_1,10,1.1
and2_1,2,0.29
and3_1,7,1.0
buf_4,3,0.51
dfrtp_1,5,2.9
dfxtp_1,3,1.4
edfxtp_1,112,77
ha_1,3,0.86
inv_1,2,0.17
nand2_1,19,1.6
nand2b_1,3,0.43
nand3_1,11,1.3
nand4_1,5,0.72
nor2_1,6,0.51
nor3_1,3,0.34
nor3b_1,2,0.34
nor4_1,2,0.29
nor4_4,3,1.5
nor4bb_1,2,0.46
o21ai_0,6,0.69
xnor2_1,6,1.2
xor2_1,12,2.4
[area by class of cell]
type                       instances  share of cell area, %
clock buffer                      14                   3.59
multi-input combinational        116                   14.8
inverter                           3                  0.210
clock inverter                    10                   2.31
sequential                       120                   66.0
tap                              136                   3.17
timing repair buffer              54                   9.87
[worst max-delay path by stage]
stage / from / end / slack [ps] / depth (start not counted)
6_report: ss / laddr[3] / 2560 / 5
5_1_grt: cnt[0] / laddr[3] / 2400 / 8
4_1_cts: cnt[0] / laddr[3] / 2510 / 8
[per-stage QoR]
stage / std cells / worst slack (ps) / utilization [%] / power, mW / cell area [sq um]
after floorplan: 243 / 2520 / - / 1.07 / 4370
after global placement: 429 / 2250 / 48.3 / 1.08 / 5060
after detailed placement: 429 / 2220 / 48.3 / 1.08 / 5060
after CTS: 453 / 2510 / 51.4 / 1.79 / 5370
after global routing: 453 / 2400 / 51.4 / 1.83 / 5370
final: 453 / 2560 / 51.4 / 1.77 / 5370
[cell families (layout without fill, tap and decap cells)]
logic type	Yosys count	count (layout)
flops	120	120
mux	1	1
xor+xnor	18	18
compound gates	22	22
buf+inv	7	81
fa+ha+maj	3	3
simple gates	72	72
[metal layers]
layer	global-route usage, %	vias up
met2	17.7	73
met4	3.13	0
li1	-	1072
met1	22.0	1064
met3	4.53	13
met5	0	-
[critical path, stage by stage]
cell and delay [ps]:
clkdlybuf4s50_1 450, or3_1 400, nor3b_1 310, a31o_1 190
buf_4 320
[layout by cell type (no fill, tap or decap), types with 3 or more instances in the layout]
cell type	count
and3_1	7
o21ai_0	6
ha_1	3
nand2b_1	3
dfxtp_1	3
edfxtp_1	112
dfrtp_1	5
clkdlybuf4s50_1	50
nand2_1	19
nand3_1	11
xnor2_1	6
nor3_1	3
nor4_4	3
nand4_1	5
nor2_1	6
buf_4	4
a21oi_1	10
clkbuf_8	14
xor2_1	12
[power by group]
group | internal (mW) | leakage [nW] | total [mW] | switching, mW
clock | 0.364 | 0.160 | 0.706 | 0.342
combinational | 0.00747 | 0.563 | 0.0161 | 0.00858
sequential | 1.04 | 0.991 | 1.04 | 0.00537
total | 1.41 | 1.71 | 1.77 | 0.356
Power is estimated from default activity; no workload was simulated.
