### design/flow/constraint.sdc
current_design qlromext

set clk_period 2.4
set clk_io_pct 0.2

create_clock -name clk0 -period $clk_period [get_ports {clk}]
create_clock -name clk1 -period $clk_period [get_ports {clk_bus}]

set non_clock_inputs [all_inputs -no_clocks]
set_input_delay [expr $clk_period * $clk_io_pct] -clock clk0 $non_clock_inputs
set_output_delay [expr $clk_period * $clk_io_pct] -clock clk0 [all_outputs]
### design/flow/config.mk
export PLATFORM = sky130hd
export DESIGN_NAME = qlromext
export DESIGN_NICKNAME = qlromext
export VERILOG_FILES = /design/flow/design.v
export SDC_FILE = /design/flow/constraint.sdc
export NUM_CORES = 4
export LEC_CHECK = 1
export CORE_UTILIZATION = 40
### design/flow/run.sh
#!/bin/bash
# OpenROAD 26Q1-2900-gdf79404cd8, Yosys 0.63+post, stock flow scripts
make -C /OpenROAD-flow-scripts/flow DESIGN_CONFIG=/design/flow/config.mk WORK_HOME=/design/flow/orfs finish
### design/flow/design.v
module qlromext(clk, clk_bus, romoel, d, a, gl, sd_cs1l, sd_cs2l, sd_clk, sd_do, sd_di, io1, io2, io3, io4);
input [15:0] a;
input clk, clk_bus, romoel, sd_do, io2;
output [7:0] d;
output gl, sd_cs1l, sd_cs2l, sd_clk, sd_di, io1, io3, io4;
wire [15:0] a   ;
wire [7:0] d;
reg gl;
wire clk   ;
wire romoel   ;
wire sd_do   ;
wire io2   ;
reg interface_enabled = 0;	 
reg ss1 = 1;
reg ss2 = 1;
reg ss3 = 1;
reg fg_mosi = 1;
reg fg_sclk = 1;
reg bg_mosi = 1;
reg bg_sclk = 1;
reg spi_bg_enabled = 0;          
reg [2:0] spi_state = 3'b000;  
reg spi_xfer_running = 0;        
reg spi_fast = 0;                
reg [7:0] spi_shiftreg = 0;      
reg [3:0] spi_counter = 0;       
reg [6:0] spi_divider = 0;       
assign sd_di = (spi_xfer_running) ? bg_mosi : fg_mosi;
assign sd_clk = (spi_xfer_running) ? bg_sclk : fg_sclk;
assign io1 = (spi_xfer_running) ? bg_mosi : fg_mosi;
assign io3 = (spi_xfer_running) ? bg_sclk : fg_sclk;
assign sd_cs1l = (interface_enabled) ? ss1 : 1;
assign sd_cs2l = (interface_enabled) ? ss2 : 1;
assign io4 = (interface_enabled) ? ss3 : 1;
wire miso = (ss3) ? sd_do : io2   ;
wire [7:0] data_out = (spi_bg_enabled) ? spi_shiftreg : { 7'b0000000, miso };
assign d = (interface_enabled && ( a == 16'hFEE4 ))?data_out:8'h00;
always @(negedge clk_bus) begin
	if(!romoel) begin
      case (a)
      16'hFEE0 :
        begin
          interface_enabled <= 1;
        end
      16'hFEE1 :
        begin
          interface_enabled <= 0;
        end
      16'hFEE2 :
        begin
          fg_mosi <= 1;
          fg_sclk <= 1;
          ss1 <= 1;
          ss2 <= 1;
          ss3 <= 1;
          spi_fast <= 0;
          spi_bg_enabled <= 0;
        end
      16'hFEE6 :
        begin
          spi_fast <= 1;
          spi_bg_enabled <= 1;
        end
      16'hFEE8 :
        begin
          spi_fast <= 0;
          spi_bg_enabled <= 1;
        end
      16'hFEEA :
        begin
          spi_bg_enabled <= 0;
        end
      16'hFEF0 :
        begin
          ss1 <= 1;
          ss2 <= 1;
          ss3 <= 1;
        end
      16'hFEF1 :
        begin
          ss1 <= 0;
          ss2 <= 1;
          ss3 <= 1;
        end
      16'hFEF2 :
        begin
          ss1 <= 1;
          ss2 <= 0;
          ss3 <= 1;
        end
      16'hFEF3 :
        begin
          ss1 <= 1;
          ss2 <= 1;
          ss3 <= 0;
        end
      16'hFEF5 :
        begin
          fg_mosi <= 1;
        end
      16'hFEF4 :
        begin
          fg_mosi <= 0;
        end
      16'hFEF7 :
        begin
          fg_sclk <= 1;
        end
      16'hFEF6 :
        begin
          fg_sclk <= 0;
        end
      endcase
	end
end
reg xfer_start;
always @(negedge clk_bus)
	xfer_start <= interface_enabled && spi_bg_enabled && !romoel && (a[15:8] == 8'hFF);
always @(posedge clk)
begin
  case (spi_state)
  3'b000:
    begin
      spi_state <= xfer_start ? 3'b001 : 3'b000 ;
    end
  3'b001:
    begin
      spi_shiftreg <= a[7:0];	 
      bg_mosi <= 1;
      bg_sclk <= 1;		 
      spi_counter <= 0;		 
      spi_divider <= 64;	 
      spi_xfer_running <= 1;	 
      spi_state <= (spi_fast) ? 3'b011 : 3'b010;	 
    end
  3'b010:
    begin
      spi_divider <= spi_divider - 1;
      spi_state <= (spi_divider == 0) ? 3'b011 : 3'b010 ;	 
    end
  3'b011:
    begin
      bg_sclk <= !bg_sclk;
      spi_counter <= spi_counter + 1;
      if (bg_sclk)
        bg_mosi <= spi_shiftreg[7];
      else
        spi_shiftreg <= { spi_shiftreg[6:0], miso };
      spi_divider <= 64;	 
      if (spi_counter == 15)
        spi_state <= 3'b100;		 
      else
        spi_state <= (spi_fast) ? 3'b011 : 3'b010 ;	 
    end
  3'b100:
    begin
      spi_xfer_running <= 0;	 
      bg_mosi <= 1;		 
      spi_state <= 3'b101;	 
    end
  3'b101:
    begin
      spi_state <= (!romoel && (a[15:8] == 8'hFF)) ? 3'b101 : 3'b000 ;
    end
  endcase
end
endmodule
==> run_results.csv <==
group,metric,value,unit
power,p_switching,693,uW
logic_synthesis,edff_count_synth,33,
cells_and_area,syn2layout_area_growth,45.2,%
critical_path,crit_path_end,"d[3]",
clock_tree,clkSinkCount,34,
logic_synthesis,yosys.cell_count.top_type,"sky130_fd_sc_hd__edfxtp_1",
final_timing,finalSetupViolations,27,
floorplan,io_pins,37,
place,place.port_buffers,34,
run,warning_count,39,
logic_synthesis,post-synth-top-area-fraction,0.492,
route,routed_wirelength,4310,um
critical_path,worst-endpoint-arrival,2.64,ns
final_timing,fin_worst_skew,0.00926,ns
clock_tree,cts_tree,"built",
final_timing,rsz0062_at_grt,"true",
logic_synthesis,synth-area-yosys,2010,um2
final_timing,fin_worst_hold_slack,0.513,ns
final_timing,number_of_pins_exceeding_their_max_slew_limit_in_the_final_report,0,
power,power_per_cell_area,720,nW/um2
critical_path,worst_path_dominant_cell_family,"simple AND/OR/NAND/NOR gates",
floorplan,std_cell_rows,25,
place,placedInstanceArea,2580,um2
route,via_count,1618,
logic_synthesis,postSynthRegisterBits,34,
critical_path,reg2reg_capture_point,"spi_shiftreg[0]",
logic_synthesis,post-synth-top-area-cell,"sky130_fd_sc_hd__edfxtp_1",
final_timing,layout_setup_ws,-0.722,ns
route,detail-route-antenna-nets,0,
logic_synthesis,postSynthAreaPerCell,11.1,um2
critical_path,critical_path.max_fanout,5,
global_routing,grt_usage,0.183,
route,n_antenna_cell,0,
global_routing,grt-ovfl-total,0,
final_timing,finalHoldViolCount,0,
cells_and_area,stdcell_count,324,
global_routing,antenna_found_initial,0,
floorplan,pre_placement_core_utilization,0.421,
route,detail_route.wl_per_cell,13.3,um
cells_and_area,layout-drive-gt1-share,0.447,
critical_path,timing.critical_path.from,"interface_enabled",
floorplan,fp.dieArea,5320,um2
critical_path,critical-path-slowest-cell,"sky130_fd_sc_hd__edfxtp_1",
critical_path,critPathCaptureType,"primary output",
final_timing,tightestPinTransition,0.645,ns
critical_path,max_stage_delay,0.35,ns
logic_synthesis,yosys-stat-cells,181,
logic_synthesis,seq_share_synth,0.502,
floorplan,floorplan.core_area,4790,um2
run,drv_cap,0,
place,dpl.cell_count,294,
logic_synthesis,yosysUniqueCellTypes,54,
power,share_clk_of_total_power,0.220,
global_routing,grt_pass1_wl,7160,um
power,fin_total_pwr,2.11,mW
route,post-route-drc-count,0,
critical_path,cp_num_buf_inv,2,
route,drt_initial_violations,72,
logic_synthesis,ys_async_sr_fraction,0,
logic_synthesis,yosys-top-cells-count,"33 x sky130_fd_sc_hd__edfxtp_1, 22 x sky130_fd_sc_hd__nor2_1, 13 x sky130_fd_sc_hd__nand2_1",
critical_path,reg2regPathDepth,3,
cells_and_area,layout.area.comb,1100,um2
power,p_leak,1.21,nW
place,gp_congestion,0.868,
logic_synthesis,ys_top_cells_by_area,"sky130_fd_sc_hd__edfxtp_1 49%, sky130_fd_sc_hd__mux2_1 5.0%, sky130_fd_sc_hd__nor2_1 4.1%, sky130_fd_sc_hd__and2_1 2.5%, sky130_fd_sc_hd__ha_1 2.5%",
logic_synthesis,ys_dominant_reg_cell,"sky130_fd_sc_hd__edfxtp_1",
cells_and_area,share_of_the_core_filled_with_cells_in_the_final_layout,0.611,
logic_synthesis,netlist_area,2010,um2
power,p_seq_frac,0.484,
place,post_placement_worst_setup_slack,-0.915,ns
critical_path,worstPathCellList,"and4_1 -> and4_4 -> buf_6 -> and2_4 -> buf_2",
final_timing,relSlewSlack,0.568,
power,switching_share,0.329,
cells_and_area,flop_area,1010,um2
clock_tree,clk_pin_slew,0.08,ns
critical_path,cp.required,1.92,ns
critical_path,r2r_start,"ss3",
power,power.ir.vdd_worst,437,uV
outcome,run_status,"finished with violations",
outcome,failed_checks,"negative setup slack",
critical_path,worstSetupStartpointType,"flop",
power,power_frac_comb,0.296,
critical_path,setup.worst_path.class,"flop to primary output",
logic_synthesis,syn-instance-count,181,
cells_and_area,layout.filler_cells,372,
cells_and_area,final_cell_area,2920,um2
final_timing,timing.setup.tns,-9.71,ns
logic_synthesis,synth_warnings,2,
critical_path,timing.critical_path.depth,5,
route,post_drt_via_cell_ratio,4.99,
global_routing,grt_max_degree,18,
global_routing,first_global_vias,1591,
floorplan,die-width,73.0,um
place,dp_hpwl,3110,um
route,drt-pass1-iter-count,4,
critical_path,r2r_slack,0.03,ns
power,power_report.internal_total,1.41,mW
floorplan,die-height,73.0,um
hold_path,path_class_of_the_lowest_slack_min_delay_path,"primary input to flop",
-- placed cells by master, fill, tap and decap left out, drive strengths merged, types with 2 or more instances in the layout --
| cell type | netlist | layout |
|---|---|---|
| nor2 | 24 | 24 |
| inv | 7 | 16 |
| xor2 | 4 | 4 |
| nor4 | 4 | 4 |
| ha | 4 | 4 |
| and3 | 4 | 4 |
| nand4 | 4 | 4 |
| nor3 | 4 | 4 |
| clkdlybuf4s50 | 0 | 5 |
| clkbuf | 2 | 6 |
| o21ai | 5 | 5 |
| edfxtp | 33 | 33 |
| mux2 | 9 | 9 |
| xnor2 | 3 | 3 |
| o21a | 2 | 2 |
| nand2 | 13 | 13 |
| and2 | 8 | 8 |
| nand3 | 9 | 9 |
| a21oi | 8 | 8 |
| buf | 8 | 63 |
| and4 | 2 | 2 |
| nand2b | 5 | 5 |
-- power by group through the flow --
| stage | combinational, mW | sequential [mW] | clock (mW) |
|---|---|---|---|
| CTS | 0.617 | 1.02 | 0.478 |
| global route | 0.696 | 1.04 | 0.526 |
| finish | 0.623 | 1.02 | 0.464 |
-- metal layers --
metal  vias up  share of wire  GRT usage
met3         4          0.066     0.0518
met2        60           0.47      0.276
li1        807              -          -
met5         -              0          0
met4         0         0.0090     0.0349
met1       747           0.45      0.280
-- how the worst min path moves through the flow --
stage,from,end,cells after the start
4_1_cts,a[5],spi_shiftreg[5],2
5_1_grt,a[5],spi_shiftreg[5],2
6_report,a[5],spi_shiftreg[5],2
-- cell type report --
| type | instances | area share |
|---|---|---|
| inverter | 6 | 0.00770 |
| sequential | 34 | 0.346 |
| clock inverter | 11 | 0.0145 |
| timing repair buffer | 70 | 0.199 |
| tap | 67 | 0.0287 |
| clock buffer | 6 | 0.0282 |
| multi-input combinational | 130 | 0.376 |
-- logic make-up after synthesis --
logic type,synth area share
and+or+nand+nor,0.268
DFF,0.502
AOI/OAI and AO/OA,0.0739
buffers and inverters,0.0441
muxes,0.0553
xor gates and xnor gates,0.0304
adders and majority gates,0.0248
other,0.00186
-- repair_timing --
action / CTS / global route
gates cloned: 1 / 0
endpoints found under the hold margin: 0 / 0
resized: 149 / 9
setup buffers: 15 / 0
endpoints found under the setup margin: 33 / 30
pin swaps: 24 / 9
hold buffers: 0 / 0
-- registers in the layout, indices dropped and copies added, names as in the netlist --
name	cells
spi_xfer_running	1
spi_state	3
xfer_start	1
spi_bg_enabled	1
spi_counter	4
interface_enabled	1
spi_divider	7
spi_fast	1
bg_mosi	1
bg_sclk	1
spi_shiftreg	8
ss3	1
fg_sclk	1
ss1	1
ss2	1
fg_mosi	1
-- worst register-to-register path, delay by kind of cell (launching register included) --
kind | cells | cell delay [ns]
flops | 1 | 0.39
mux | 1 | 0.28
compound gates | 1 | 0.04
buf+inv | 1 | 0.17
No activity file was given, so power comes from the tool's default toggle rates.
